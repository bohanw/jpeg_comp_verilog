===== ./run.sh =====
#!/bin/bash
# OpenROAD 26Q1-2900-gdf79404cd8, Yosys 0.63+post, stock flow scripts
make -C /OpenROAD-flow-scripts/flow DESIGN_CONFIG=/design/flow/config.mk WORK_HOME=/design/flow/orfs finish

===== ./config.mk =====
export PLATFORM = sky130hd
export DESIGN_NAME = dff_level_convert
export DESIGN_NICKNAME = dff_level_convert
export VERILOG_FILES = /design/flow/design.v
export SDC_FILE = /design/flow/constraint.sdc
export NUM_CORES = 4
export LEC_CHECK = 1
export CORE_AREA = 10 10 74 74
export DIE_AREA = 0 0 84 84

===== ./constraint.sdc =====
current_design dff_level_convert

set clk_period 1.0
set clk_io_pct 0.2

create_clock -name clk0 -period $clk_period [get_ports {clk}]

set non_clock_inputs [all_inputs -no_clocks]
set_input_delay [expr $clk_period * $clk_io_pct] -clock clk0 $non_clock_inputs
set_output_delay [expr $clk_period * $clk_io_pct] -clock clk0 [all_outputs]

===== ./design.v =====
module dff_1bit_level_convert (
	input clk,rst,wr_en,
	input signed d,
	output logic signed q
);
	always_ff @(posedge clk) begin
		if(rst)	 			 q <= #1 0;
		else if (wr_en) 	 q <= #1 d;
	end
endmodule
module dff_level_convert #(parameter SIZE = 12)(
	input clk,rst, wr_en,
	input signed [SIZE-1:0] d,
	output logic signed [SIZE-1:0] q
);
	dff_1bit_level_convert  dff_lc0(.clk(clk),.rst(rst),.wr_en(wr_en),.d(d[0]),.q(q[0]));
	dff_1bit_level_convert  dff_lc1(.clk(clk),.rst(rst),.wr_en(wr_en),.d(d[1]),.q(q[1]));
	dff_1bit_level_convert  dff_lc2(.clk(clk),.rst(rst),.wr_en(wr_en),.d(d[2]),.q(q[2]));
	dff_1bit_level_convert  dff_lc3(.clk(clk),.rst(rst),.wr_en(wr_en),.d(d[3]),.q(q[3]));
	dff_1bit_level_convert  dff_lc4(.clk(clk),.rst(rst),.wr_en(wr_en),.d(d[4]),.q(q[4]));
	dff_1bit_level_convert  dff_lc5(.clk(clk),.rst(rst),.wr_en(wr_en),.d(d[5]),.q(q[5]));
	dff_1bit_level_convert  dff_lc6(.clk(clk),.rst(rst),.wr_en(wr_en),.d(d[6]),.q(q[6]));
	dff_1bit_level_convert  dff_lc7(.clk(clk),.rst(rst),.wr_en(wr_en),.d(d[7]),.q(q[7]));
	dff_1bit_level_convert  dff_lc8(.clk(clk),.rst(rst),.wr_en(wr_en),.d(d[8]),.q(q[8]));
	dff_1bit_level_convert  dff_lc9(.clk(clk),.rst(rst),.wr_en(wr_en),.d(d[9]),.q(q[9]));
	dff_1bit_level_convert  dff_lc10(.clk(clk),.rst(rst),.wr_en(wr_en),.d(d[10]),.q(q[10]));
	dff_1bit_level_convert  dff_lc11(.clk(clk),.rst(rst),.wr_en(wr_en),.d(d[11]),.q(q[11]));
endmodule

==> results.cfg <==
; physical design summary
[logic_synthesis]
avgSynthCellArea_um2 = 10.2
syn-cell-area_um2 = 510
synth_cell_types = 6
yosysCellCount = 50
topCellsByArea = dfxtp_1 (47%), mux2i_1 (24%), buf_4 (18%)
numSynthFlops = 12
yosys_warnings = 1
yosys.area.top_type = dfxtp_1
ys_area_um2 = 510
syn_inst = 50
ys_seq_share_pct = 47.1
top_area_share_pct = 47.1

[sta]
fmax_mhz = 1030
slew_headroom_pct = 85.6
final.setup.tns_ps = 0
rsz0062_at_grt = false
skew_ps = 0
worst_pin_slew_ps = 216
slew_viol_final = 0
setup_viol = 0
min_period_ps = 970
hold_viol = 0
period_used_pct = 97.0

[grt]
grt_pass1_vias = 385
antenna_found_initial = 0
grt_max_degree = 13
grtUsageTotal_pct = 3.77
overflow = 0
grt_pass1_wl_um = 2080

[worst_setup_path]
cp_data_required_time_ps = 800
worst-path-stages = 1
crit_chain = dlygate4sd2_1
rrSetupSlack_ps = 260
rr_startpoint = dff_lc4.q
cpPeakStageDelay_ps = 310
path_max_fanout = 2
regToRegEndpoint = dff_lc4.q
reg2regPathDepth = 3
crit_start = dff_lc5.q
cp.arrival_ps = 770
endpoint_kind = output pin
critPathKind = flop to output pin
cp_num_buf_inv = 1
crit_path_end = q[5]
slowest_stage = dfxtp_2
start_kind = flop
cpLargestDelayFamily = flip-flops

[detailed_routing]
ant_nets = 0
routed_via_density = 3.13
first_pass_iters = 2
drt_iter0_drc = 6
drc = 0
wl_per_cell_um = 11.8
vias = 379
routed_wirelength_um = 1420
diodes = 0

[power]
worst_ir_drop_vdd_uv = 398
p_per_area_mw_per_mm2 = 1310
leakage_nw = 0.384

[cts]
numCtsBuffers = 3
clock_path_buffers = 2
clk_pin_slew_ps = 50
cts_root_buffer = clkbuf_8
clkSinkCount = 12
cts_tree = done
worstSkewPairLatency_ps = 230
cts_max_level = 1

[job]
max_cap_violations = 0
warnings = 26

[finish]
syn_to_final_growth_pct = 71.8
comb_area_um2 = 169
final.fill_count = 427
regArea_um2 = 255
final_cell_mix = clkdlybuf4s50_1 (13), nor2_1 (12), dfxtp_2 (12)
postLayoutCellArea_um2 = 877
layout.cells.most_common = clkdlybuf4s50_1
drive_above_1_share_pct = 31.0

[die]
die_width_um = 84
ios = 27
fp_util_pct = 12.9
core_mm2 = 0.00397
fp.dieH_um = 84
die_area_mm2 = 0.00706
rows = 23

[placement]
place.gp.congestion = 0.702
portBuffers = 26
dp.final_hpwl_um = 1060
placed_cell_area_um2 = 768

[worst_hold_path]
hp-class = flop to flop

[run_status]
status = complete, no violations
## logic make-up (layout without fill, tap and decap cells)
logic type / count (synthesis) / in the layout / synth area share, %
buf+inv: 14 / 35 / 20.6
mux: 12 / 12 / 23.5
flops: 12 / 12 / 47.1
simple gates: 12 / 12 / 8.82
## power by group
part	leakage, nW	switching, mW	internal [mW]
combinational	0.259	0.0561	0.140
sequential	0.103	0.0125	0.513
clock	0.0216	0.165	0.265
## state kept, by name, indices dropped and copies added, names as in the netlist
name	flops
dff_lc6.q	1
dff_lc4.q	1
dff_lc9.q	1
dff_lc0.q	1
dff_lc7.q	1
dff_lc5.q	1
dff_lc2.q	1
dff_lc11.q	1
dff_lc1.q	1
dff_lc10.q	1
dff_lc8.q	1
dff_lc3.q	1
## worst min-delay path by stage
stage     startpoint        end  slack (ps)  cells past startpoint
6_report   dff_lc1.q  dff_lc1.q         480                      2
5_1_grt    dff_lc7.q  dff_lc7.q         510                      2
4_1_cts    dff_lc6.q  dff_lc6.q         480                      2
## cell type report
type / count / area share (%)
multi-input combinational: 24 / 19.3
sequential: 12 / 29.1
clock buffer: 3 / 4.71
timing repair buffer: 32 / 39.8
tap: 50 / 7.13
## metrics by stage
step	std cells	utilization [%]	worst slack [ps]	hold slack (ps)	power, mW
6_report	121	22.1	30.4	478	1.15
5_1_grt	121	22.1	2.02	507	1.21
4_1_cts	117	20.4	-5.76	481	1.15
3_5_place_dp	114	19.3	-244	482	0.719
3_3_place_gp	114	19.3	-224	471	0.714
2_1_floorplan	50	-	320	272	0.615
## synth_stat cells, drive strengths merged
master and instances:
buf 13, dfxtp 12, mux2i 12, nor2 12, clkbuf 1
## timing repair
action,4_1_cts,5_1_grt
cloned,0,1
setup endpoints to repair,12,22
pin swaps,0,0
hold buffers,0,0
gates resized,23,14
buffers inserted,0,3
## per-layer routing
layer / global-route usage [%] / share of wire, %
met2: 5.71 / 46
met5: 0 / 0
met3: 2.85 / 11
met1: 4.31 / 43
met4: 0.304 / 0
Power is estimated from default activity; no workload was simulated.
