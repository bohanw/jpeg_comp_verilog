===== flow/config.mk =====
export PLATFORM = sky130hd
export DESIGN_NAME = comp_eight_two
export DESIGN_NICKNAME = comp_eight_two
export VERILOG_FILES = /design/flow/design.v
export SDC_FILE = /design/flow/constraint.sdc
export NUM_CORES = 4
export LEC_CHECK = 1
export CORE_AREA = 10 10 112 112
export DIE_AREA = 0 0 122 122

===== flow/constraint.sdc =====
current_design comp_eight_two

set clk_period 3.2
set clk_io_pct 0.2

create_clock -name clk0 -period $clk_period

set non_clock_inputs [all_inputs -no_clocks]
set_input_delay [expr $clk_period * $clk_io_pct] -clock clk0 $non_clock_inputs
set_output_delay [expr $clk_period * $clk_io_pct] -clock clk0 [all_outputs]

===== flow/design.v =====
module comp_eight_two #(parameter SIZE = 8, APPROX_BITS = 0)(
	input [SIZE-1:0] a,b,c,d,e,f,g,h,
	input approx_en,
	output logic signed  [SIZE+2:0] sum, cout
	);
	logic signed [SIZE:0] c1,s1,c2,s2;
	logic signed [SIZE+1:0] c1_shifted, s1_shifted,c2_shifted, s2_shifted;
	comp_four_two #(.SIZE(SIZE),.APPROX_BITS(APPROX_BITS)) comp0(.a(a),.b(b),.cin (c),.d(d),
													.approx_en(approx_en),.cout(c1),.sum(s1));
	comp_four_two #(.SIZE(SIZE),.APPROX_BITS(APPROX_BITS)) comp1(.a        (e),.b        (f),.cin      (g),.d        (h),
													.approx_en(approx_en),.cout     (c2),.sum      (s2));
	assign c1_shifted = {c1,{1'b0}};
	assign c2_shifted = {c2,{1'b0}};
	assign s1_shifted = {{s1[SIZE]},s1};
	assign s2_shifted = {{s2[SIZE]},s2};
	comp_four_two #(.SIZE(SIZE+2),.APPROX_BITS(APPROX_BITS)) comp2(.a        (c1_shifted),.b        (c2_shifted),.cin      (s1_shifted),.d        (s2_shifted),
													.approx_en(approx_en),.cout     (cout),.sum      (sum));
endmodule
module comp_four_two(a,b,cin,d,approx_en,cout,sum);
parameter SIZE = 8;
parameter APPROX_BITS = 0;
	input [SIZE-1:0] a,b,cin,d;
	input approx_en;
	output logic signed [SIZE:0] cout;
	output logic signed [SIZE:0] sum;
	logic signed [SIZE-1:0] s1, cout1;
	logic [SIZE:0] c_pad, sum_pad,d_pad;
	comp_three_two #(.SIZE(SIZE),.APPROX_BITS(APPROX_BITS)) c0(.a(a),.b(b),.cin(cin),.approx_en(approx_en),.sum(s1),.cout(cout1));
	assign c_pad = {{cout1},{1'b0}};
	assign sum_pad = {{s1[SIZE-1]},{s1}};
	assign d_pad = {{d[SIZE-1]},{d}};
	comp_three_two #(.SIZE(SIZE+1),.APPROX_BITS(APPROX_BITS)) c1(.a(c_pad),.b(sum_pad),.cin(d_pad),.approx_en(approx_en),.sum(sum),.cout(cout));
endmodule  
module comp_three_two(a,b,cin,approx_en,sum,cout);
parameter SIZE = 8;
parameter APPROX_BITS = 0;
	input [SIZE-1:0] a,b, cin;
	input approx_en;
	output logic signed [SIZE-1:0] sum, cout;
	genvar i;
	generate
		for(i =0; i < SIZE;i++) begin
			if(i < APPROX_BITS) 
				full_adder fa(.a(a[i]),.b(b[i]),.cin(cin[i]),.approx_en(approx_en),.sum(sum[i]),.cout(cout[i]));
			else
				stdcell_full_adder fa_std(.a(a[i]),.b(b[i]),.cin(cin[i]),.sum(sum[i]),.cout(cout[i]));
		end
	endgenerate
endmodule
module stdcell_full_adder(
	input logic a,b,cin,
	output logic sum,cout);
always_comb begin
	{cout,sum}= a+b+cin;
end
endmodule  

===== flow/run.sh =====
#!/bin/bash
# OpenROAD 26Q1-2900-gdf79404cd8, Yosys 0.63+post, stock flow scripts
make -C /OpenROAD-flow-scripts/flow DESIGN_CONFIG=/design/flow/config.mk WORK_HOME=/design/flow/orfs finish

==> impl_metrics.tcl <==
# place-and-route summary
set metrics [dict create \
    vias 1038 \
    n_clock_buffer 0 \
    worstPathRequired_ps 2560 \
    start_kind "input port" \
    gr-usage-all-layers_pct 5.26 \
    final-setup-viol-count 19 \
    openroad.warnings 36 \
    antenna_found_initial 5 \
    ys_warn_count 1 \
    p_sw_uw 381 \
    peakVddDrop_v 0.000257 \
    p_leak_uw 0.00105 \
    synth_chip_area_um2 1420 \
    worstMarginPinSlew_ps 132 \
    failed_checks "setup timing" \
    cp.arrival_ps 3050 \
    dieHeight_um 122 \
    syn_inst 131 \
    dp.cells 333 \
    wl_per_cell_um 11.1 \
    die_area_um2 14900 \
    synth-cells-yosys 131 \
    drv_slew 0 \
    ys_seq_share_pct 0 \
    cap_viol_max_count 0 \
    hpwl_um 3730 \
    syn-cell-area_um2 1420 \
    initCoreUtil_pct 13.9 \
    syn2layout_area_growth_pct 59.5 \
    p_seq_share_pct 0 \
    seq_cell_count 0 \
    seqCellArea_um2 0 \
    cp_max_fo 2 \
    avgSynthCellArea_um2 10.9 \
    outcome "finished with violations" \
    slew_headroom_pct 91.2 \
    via_per_inst 3.06 \
    finalCritPeriodShare_pct 115 \
    drc 0 \
    fmax_ghz 0.271 \
    rsz0062_at_grt "true" \
    hp-start "e[1]" \
    grt_start_max_net_pins 4 \
    p_comb_share_pct 100.0 \
    ys_types 4 \
    p_clk_share_pct 0 \
    io_pins 87 \
    holdPathEnd "sum[1]" \
    internal_power_uw 511 \
    cp-end-kind "output port" \
    fp.dieW_um 122 \
    instances_no_fill 339 \
    grt_pass1_vias 1234 \
    finalHoldViolCount 0 \
    setup_ws_ps -492 \
    antenna_left 0 \
    drtIter0Drc 6 \
    layout-drive-gt1-share_pct 52.0 \
    drt_first_pass_iters 4 \
    finish.utilization_pct 22.2 \
    fin_setup_tns_ps -5120 \
    fp-row-count 37 \
    drt_wl_total_um 3760 \
    swShare_pct 42.7 \
    core-area_um2 10200 \
    gp_congestion 0.905 \
    gr-total-overflow 0 \
    grt_pass1_wl_um 6120 \
    min_path_cells 5 \
    hold_class "input port to output port" \
    finalCriticalPeriod_ps 3690 \
    numPortBuffers 86 \
    crit_type "input port to output port" \
    power_density_nw_per_um2 393 \
]
==> critical path, cell delays in order <==
cell and delay, ps:
buf_6 90, fa_1 560, fa_1 440, buf_4 150, fa_1 470, inv_1 50
fa_2 520, inv_2 30, buf_2 110
==> layer usage <==
layer  global-route usage (%)  part of all wire [%]
met5                        0                     0
met4                        0                     0
met3                     4.88                    25
met2                     7.91                    39
met1                     5.75                    36
==> logic make-up after synthesis <==
group,after synthesis,share of synthesized area [%]
adders and majority gates,54,73.9
buffers and inverters,77,26.1
==> worst max-delay path by stage <==
stage     start     end  slack, ps  cells past startpoint
4_1_cts    c[7]  sum[9]       -550                      8
5_1_grt    a[7]  sum[8]       -580                      9
6_report   a[7]  sum[8]       -490                      9
==> synthesized netlist by cell type <==
master	number	area, um^2
buf_4	22	165
fa_1	50	1000
inv_1	55	206
ha_1	4	50.1
==> cell type report <==
class | instances | area, um^2
tap | 136 | 170
multi-input combinational | 54 | 1130
fill | 1109 | 7960
timing repair buffer | 89 | 747
antenna | 5 | 12.5
inverter | 55 | 206
==> stage by stage <==
stage / hold slack (ps) / power [uW] / setup WS [ps] / instance area, um^2
detailed placement: 2480 / 1000 / -1260 / 2320
finish: 2080 / 891 / -492 / 2270
CTS: 2110 / 854 / -546 / 2190
global route: 2130 / 1070 / -576 / 2270
global placement: 2460 / 1000 / -1240 / 2320
floorplan: 1570 / 629 / -339 / 1440
==> power groups by stage <==
stage	sequential, uW	clock, uW	combinational (uW)
after CTS	0	0	854
after global routing	0	0.000167	1070
final	0	0.000209	891
==> placed cells by master (no fill, tap or decap) <==
master	instances
dlygate4sd2_1	15
buf_2	24
clkdlybuf4s15_1	7
ha_1	2
inv_1	30
clkbuf_2	4
clkdlybuf4s50_1	18
fa_1	23
diode_2	5
buf_6	18
ha_2	1
inv_2	25
fa_2	27
buf_4	3
ha_4	1
==> what timing repair did <==
action	in CTS	in global routing
pin swaps	50	47
hold buffers	0	0
endpoints found under the setup margin	21	20
setup buffers	1	0
gates resized	221	33
Power is estimated from default activity; no workload was simulated.
