[flow/run.sh]
#!/bin/bash
# OpenROAD 26Q1-2900-gdf79404cd8, Yosys 0.63+post, stock flow scripts
make -C /OpenROAD-flow-scripts/flow DESIGN_CONFIG=/design/flow/config.mk WORK_HOME=/design/flow/orfs finish
[flow/config.mk]
export PLATFORM = sky130hd
export DESIGN_NAME = rgb2ycbcr
export DESIGN_NICKNAME = rgb2ycbcr
export VERILOG_FILES = /design/flow/design.v
export SDC_FILE = /design/flow/constraint.sdc
export NUM_CORES = 4
export LEC_CHECK = 1
export CORE_UTILIZATION = 40
[flow/constraint.sdc]
current_design rgb2ycbcr

set clk_period 6.8
set clk_io_pct 0.2

create_clock -name clk0 -period $clk_period [get_ports {clk}]

set non_clock_inputs [all_inputs -no_clocks]
set_input_delay [expr $clk_period * $clk_io_pct] -clock clk0 $non_clock_inputs
set_output_delay [expr $clk_period * $clk_io_pct] -clock clk0 [all_outputs]
[flow/design.v]
`timescale 1ns / 100ps
module rgb2ycbcr(clk, rst, enable, data_in, data_out,
enable_out);
input		clk;
input		rst;
input		enable;
input	[23:0]	data_in;
output	[23:0]	data_out;
output	enable_out;
wire [13:0] Y1 = 14'd4899;
wire [13:0] Y2 = 14'd9617;
wire [13:0] Y3 = 14'd1868;
wire [13:0] CB1 = 14'd2765;
wire [13:0] CB2 = 14'd5427;
wire [13:0] CB3 = 14'd8192;
wire [13:0] CR1 = 14'd8192;
wire [13:0] CR2 = 14'd6860;
wire [13:0] CR3 = 14'd1332;
wire unsigned [21:0] Y_temp, CB_temp, CR_temp;
reg signed [21:0] Y1_product, Y2_product, Y3_product;
reg signed [21:0] CB1_product, CB2_product, CB3_product;
reg signed [21:0] CR1_product, CR2_product, CR3_product;
wire signed [7:0] Y, CB, CR;
reg unsigned [7:0] Y_int, CB_int, CR_int;
reg	enable_1, enable_out;
wire [23:0] data_out = {CR, CB, Y};
assign Y_temp	= Y1_product + Y2_product + Y3_product;
assign CB_temp	= 22'd2097152 - CB1_product - CB2_product + CB3_product;
assign CR_temp	= 22'd2097152 + CR1_product - CR2_product - CR3_product; 
always @(posedge clk)
begin
	if (rst) begin
		Y1_product	<= #1 0;	
		Y2_product	<= #1 0;
		Y3_product	<= #1 0;   
		CB1_product	<= #1 0;	
		CB2_product	<= #1 0;
		CB3_product	<= #1 0;
		CR1_product	<= #1 0;
		CR2_product	<= #1 0;
		CR3_product	<= #1 0;
		end
	else if (enable) begin
		Y1_product	<= #1 Y1 * data_in[7:0];	
		Y2_product	<= #1 Y2 * data_in[15:8];
		Y3_product	<= #1 Y3 * data_in[23:16];   
		CB1_product	<= #1 CB1 * data_in[7:0];	
		CB2_product	<= #1 CB2 * data_in[15:8];
		CB3_product	<= #1 CB3 * data_in[23:16];
		CR1_product	<= #1 CR1 * data_in[7:0];	
		CR2_product	<= #1 CR2 * data_in[15:8];
		CR3_product	<= #1 CR3 * data_in[23:16];
		end
end 
always @(posedge clk)
begin
	if (rst) begin
		Y_int	<= #1 0;
		CB_int	<= #1 0;
		CR_int	<= #1 0;
		end
	else if (enable_1) begin
		Y_int	<= #1 Y_temp[13] & (Y_temp[21:14] != 8'd255) ? Y_temp[21:14] + 1: Y_temp[21:14];
		CB_int	<= #1 CB_temp[13] & (CB_temp[21:14] != 8'd255) ? CB_temp[21:14] + 1: CB_temp[21:14];
		CR_int	<= #1 CR_temp[13] & (CR_temp[21:14] != 8'd255) ? CR_temp[21:14] + 1: CR_temp[21:14]; 
		end
end
assign Y = Y_int - 8'd128;
assign CB = CB_int - 8'd128;
assign CR = CR_int - 8'd128;
always @(posedge clk)
begin
	if (rst) begin
		enable_1	<= #1 0;
		enable_out	<= #1 0;   
		end
	else begin
		enable_1	<= #1 enable;
		enable_out	<= #1 enable_1;
		end
end
endmodule
==> impl_metrics.yaml <==
# implementation run metrics
worst_setup_path:
  cp_common_cell: "ha_1"
  crit_slowest_cell: "clkdlybuf4s50_1"
  worst_path_largest_cell_delay_ns: 0.81
  path_delay_family: "adder cells"
  reg2reg_slack_ns: 2.82
  start_kind: "input pin"
  cp.required_ns: 7.12
  path_buffers: 3
  critPathKind: "input pin to flop"
  crit_fanout: 9
  cp_cell_sequence: "clkdlybuf4s50_1 -> ha_1 -> fa_1 -> ha_1 -> inv_1 -> fa_1 -> inv_1 -> ha_1 -> nand2b_1 -> o21ai_0 -> a21oi_1 -> o21bai_1 -> a2111oi_0 -> or2_2 -> nor3_1 -> nor3b_1 -> xor2_1 -> o22ai_1"
  critPathCaptureType: "flop"
  worstPathArrival_ns: 6.17
floorplan:
  core_area_mm2: 0.0468
  die_area_mm2: 0.0485
  ios: 52
  fp-utilization_pct: 40.7
  fp.dieW_um: 220
  die_h_um: 220
  rows: 79
synth:
  xor_share_pct: 5.10
  netlist_area_mm2: 0.0190
  yosysWarnings: 1
  mux_share_pct: 5.75
  yosys_cells: 2107
  edf_count: 0
  ys.flops: 165
  ys_types: 79
  yosys.area_share.simple_pct: 11.6
  ys_top_logic_family: "adder cells"
  synth-async-reset-ratio_pct: 0
  syn_inst: 2107
  synthAdderAreaFrac_pct: 39.8
  synth_seq_share_pct: 17.4
  syn_area_per_cell_um2: 9.03
  synthDominantCellAreaShare_pct: 25.3
  ys_top_cells_by_area: "ha_1 (25%), dfxtp_1 (17%), fa_1 (15%), inv_1 (6.2%), mux2i_1 (5.6%)"
  aoi_share_pct: 12.4
  ff_type: "dfxtp_1"
  synth_top_cell_by_area: "ha_1"
  yosysChipArea_mm2: 0.0190
clock_network:
  clock-sinks: 165
  cts_resized: 0
  cts_max_path_buffers: 2
  cts_tree: "done"
  cts_setup_buffers: 0
  clk_latency_ns: 0.45
  path_clk_slew_ns: 0.07
  root_buffer: "clkbuf_16"
  h-tree-depth: 4
  cts_buffers: 17
  hold_buffers: 0
placed_design:
  dp_hpwl_um: 37300
  gp_congestion: 0.921
  numPortBuffers: 51
  dp.cells: 2716
outcome:
  status: "finished, violations left"
  failed_checks: "DRC"
power:
  p_total_uw: 8420
  p_per_area_mw_per_mm2: 407
  cellLeakagePower_uw: 0.0101
  irDropWorstVdd_mv: 0.255
global_routing:
  gr-total-overflow: 0
  grt_pass1_vias: 13800
  track_usage_pct: 20.4
  antenna_found_initial: 1
  grt_pass1_wl_um: 74500
  grt_max_degree: 141
drt:
  wire_per_inst_um: 16.6
  drc: 4
  via_per_inst: 5.10
  dr.pass1.iters: 47
  diodes: 0
  final_antenna_net_count: 0
  drt_iter0_drc: 623
  wirelength_um: 45600
  vias: 14000
job:
  drv_cap: 0
  warnings: 36
sta:
  hold_viol_final: 0
  drv_slew: 0
  worst_pin_slew_ns: 0.700
  finalClockPeriodUsage_pct: 86.0
  fin_setup_tns_ns: 0
  post-route-min-period_ns: 5.85
  fmax_ghz: 0.171
  setup_viol: 0
  grt_setup_unrepaired: "false"
  fin_worst_skew_ns: 0.0105
  relSlewSlack_pct: 53.3
cells_and_area:
  fin_util_pct: 44.3
  final_cells: 2748
  drive_gt1_share_pct: 4.16
  area_delta_synth_final_pct: 8.72
hold_path:
  hold_class: "flop to flop"
area by class of cell:
type | count | area [µm²]
Sequential cell | 165 | 3300
Clock inverter | 12 | 119
Clock buffer | 20 | 447
Fill cell | 4445 | 26100
Tap cell | 607 | 759
Inverter | 316 | 1190
Multi-Input combinational cell | 1557 | 14200
Timing Repair Buffer | 71 | 672
registers in the layout, summed over array words and instances, names as in the netlist:
register / cells
CR2_product: 12
Y3_product: 16
enable_1: 1
CR3_product: 15
CR_int: 8
CB1_product: 18
Y1_product: 20
enable_out: 1
Y2_product: 22
CB_int: 8
CB3_product: 8
CR1_product: 8
CB2_product: 20
Y_int: 8
kinds of logic (layout without fill, tap and decap cells):
kind of cell    count (synthesis)  in the layout
flops                         165            165
buf+inv                       385            419
mux                           109            109
fa+ha+maj                     523            523
xor+xnor                      110            110
simple gates                  459            459
compound gates                356            356
path summary, 6_finish.rpt:
| path | from | to | cells past startpoint |
|---|---|---|---|
| setup / recovery | data_in[11] | CB2_product[18] | 18 |
| setup reg to reg | CB2_product[3] | CR_int[6] | 15 |
| hold / removal | CB_int[3] | CB_int[3] | 2 |
| hold reg to reg | CB_int[3] | CB_int[3] | 2 |
stage by stage:
step                setup WS (ns)  cell area, µm²  hold slack, ns
floorplan                    1.36           19000           0.446
CTS                         0.984           20700           0.472
finish                      0.950           20700           0.468
detailed placement          0.551           20100           0.461
global route                0.609           20700           0.487
global placement            0.572           20100           0.455
metal layers:
metal	part of all wire [%]	vias to the layer above	global-route usage, %
li1	-	7260	-
met4	1.8	0	2.85
met3	5.6	33	4.36
met2	43	252	30.8
met1	49	6477	31.5
met5	0	-	0
worst min-delay path, cell delays in order (launching register included):
cell and delay, ns:
dfxtp_1 0.31, nand2b_1 0.06, a21oi_1 0.05
report_power, final:
| part | switching, µW | internal (µW) |
|---|---|---|
| combinational | 3500 | 2570 |
| clock | 443 | 519 |
| sequential | 174 | 1210 |
| total | 4120 | 4300 |
synthesized netlist by cell type, types with 14 or more instances:
cell type,count
ha_1,385
inv_1,315
nor2_1,199
dfxtp_1,165
fa_1,138
mux2i_1,106
a21oi_1,103
nand2_1,77
o21ai_0,58
xnor2_1,58
xor2_1,51
clkbuf_1,38
a211oi_1,37
nor3_1,35
a21o_1,28
nand3_1,27
buf_4,21
nor2b_1,16
and3_1,14
nand4_1,14
layout by cell type (no fill, tap or decap), types with 49 or more instances in the layout:
cell	synthesis	layout
xnor2_1	58	58
clkdlybuf4s50_1	0	49
ha_1	385	385
dfxtp_1	165	164
o21ai_0	58	58
a21oi_1	103	103
nand2_1	77	77
xor2_1	51	51
inv_1	315	315
mux2i_1	106	106
nor2_1	199	199
fa_1	138	138
Power is estimated from default activity; no workload was simulated.
