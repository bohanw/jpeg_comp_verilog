$ cat ./run.sh
#!/bin/bash
# OpenROAD 26Q1-2900-gdf79404cd8, Yosys 0.63+post, stock flow scripts
make -C /OpenROAD-flow-scripts/flow DESIGN_CONFIG=/design/flow/config.mk WORK_HOME=/design/flow/orfs finish
$ cat ./config.mk
export PLATFORM = sky130hd
export DESIGN_NAME = dct_stage1_col_ctrl
export DESIGN_NICKNAME = dct_stage1_col_ctrl
export VERILOG_FILES = /design/flow/design.v
export SDC_FILE = /design/flow/constraint.sdc
export NUM_CORES = 4
export LEC_CHECK = 1
export CORE_AREA = 10 10 70 70
export DIE_AREA = 0 0 80 80
$ cat ./constraint.sdc
current_design dct_stage1_col_ctrl

set clk_period 1.2
set clk_io_pct 0.2

create_clock -name clk0 -period $clk_period [get_ports {clk}]

set non_clock_inputs [all_inputs -no_clocks]
set_input_delay [expr $clk_period * $clk_io_pct] -clock clk0 $non_clock_inputs
set_output_delay [expr $clk_period * $clk_io_pct] -clock clk0 [all_outputs]
$ cat ./design.v
module dct_stage1_col_ctrl (
	input clk,rst,start,wr_en_col,
	output logic col_done,
	output logic [7:0] wr_en_entry);
	logic signed [3:0] cnt, n_cnt;
	assign col_done = (cnt == 4'b0111);
		always_comb begin
			n_cnt = cnt;
			if(start || cnt == 4'b0111) 
				n_cnt = 0;
			else n_cnt = cnt + 1;
		end
		always_comb begin
			for (int i = 0; i < 8; i++) begin
				if(wr_en_col) begin
					if(cnt == i) begin
						 wr_en_entry[i] = 1'b1;
					end
					else wr_en_entry[i] = 1'b0;
				end
				else	 wr_en_entry[i] = 1'b0;
			end
		end
		always_ff @(posedge clk) begin
			if(rst) begin
				cnt <= #1 0;
			end 
			else if (wr_en_col) begin
				cnt <= #1 n_cnt;
			end
		end
endmodule  
==> qor.txt <==
Routed WL per cell: 8.96 um
Max-area cell share: 0.262
Kind of critical path: reg -> out
Largest area contributor in the netlist: dfxtp_1
DR DRC count: 0
Layout fillers: 372
First-pass GRT wire length: 1540 um
Minimum clock period: 1370 ps
YS warnings: 1
Setup-failing EPs final: 13
Power Total: 0.489 mW
I/O pins: 13
CTS Sinks: 4
Period Utilization, post-route: 1.14
IO buf count: 12
Yosys stat chip area: 305 um2
Placement Cell Area: 515 um2
Drt first pass iters: 4
Vias per std cell: 3.06
#FFs+latches synth: 4
Register share after synthesis: 0.262
WP data arrival: 1130 ps
Reg area: 88.8 um2
Count of final max-slew check failures: 0
Ant diodes: 0
Dpl hpwl: 680 um
Via count: 331
Synth top cell by count: nor2_1
Die W: 80 um
Clk slew on worst S/H paths: 40 ps
Synth area leaders: dfxtp_1 (26%), ha_1 (16%), nor2_1 (15%)
Max frequency: 731 MHz
Outcome: finished, violations left
Number of global-route vias before repair: 321
Post-synth top cells: nor2_1 (12), nand2b_1 (5), dfxtp_1 (4), ha_1 (4)
Log Warnings: 30
Clk latency late pin: 230 ps
Worst Hold Class: reg -> reg
Peak VDD IR: 126 uV
Leak: 0.265 nW
Initial antenna violation count: 0
Die height: 80 um
Ratio of cells with drive above 1 in the final layout: 0.742
Drt total wl: 968 um
Chip area: 0.00640 mm2
Yosys cell count: 38
Crit. End Element: primary output
CTS max path bufs: 2
Largest net degree at the start of global routing: 7
Combinational Area: 323 um2
Starting Density: 0.0894
Num CTS Buffers: 3
Drt initial violations: 16
Routability congestion estimate: 0.694
Post-synthesis async set-or-reset flop share: 0
Syn Area/Cell: 8.03 um2
Final WS setup: -167 ps
Final Core Density: 0.199
Top reg by flops: cnt
CP startpoint kind: flip-flop
Pwr/cell area: 720 mW/mm2
GR Util All Layers: 0.0287
Max-slew headroom: 0.862
CTS H-Tree Depth: 1
Area growth, synth to finish: 123%
RSZ-0062 raised after global routing: true
Critical Path Fanout Max: 3
ANT nets after route: 0
TritonCTS clock tree: done
Final Hold Fails: 0
Instance count of the mapped netlist: 38
Clock Skew: 3.66 ps
Clock root buffer: clkbuf_4
Core Rows: 21
Min Hold Slack: 661 ps
Dominant flop cell: dfxtp_1
Total grt overflow: 0
Biggest regs: cnt: 4 flops
EDFF count, synth: 0
Req. time, crit path: 960 ps
Total of max-cap violations: 0
Failing checks: setup timing
Worst-Margin Slew: 207 ps
Max reg flops: 4
Post-route cell area: 679 um2
Distinct lib cells: 14
Cell area after synthesis: 305 um2
Final setup TNS: -1380 ps
Core Box Area: 0.00342 mm2
[routing by layer]
metal / wire, um / GRT usage / vias up
met3: 121 / 0.0182 / 2
met1: 389 / 0.0346 / 150
met2: 437 / 0.0385 / 9
met5: 0 / 0 / -
met4: 19 / 0.0141 / 0
li1: - / - / 170
[area by class of cell]
cell class              count  area share
well taps                  46      0.0847
multi-input cells          31       0.475
inverters                   2      0.0258
repair buffers             22       0.250
flip-flops and latches      4       0.131
clock buffers               3      0.0331
[path summary, 6_finish.rpt]
check,from,cells past startpoint,slack [ps],endpoint
setup / recovery,cnt[1]$_SDFFE_PP0P_,4,-170,col_done
hold / removal,cnt[2]$_SDFFE_PP0P_,3,660,cnt[2]$_SDFFE_PP0P_
hold reg to reg,cnt[2]$_SDFFE_PP0P_,3,660,cnt[2]$_SDFFE_PP0P_
setup reg to reg,cnt[1]$_SDFFE_PP0P_,6,-60,cnt[2]$_SDFFE_PP0P_
[cell usage in the layout, fill, tap and decap left out, types with 2 or more instances in the layout]
cell             netlist  final
buf_2                  1      8
buf_4                  0      6
buf_6                  0      5
clkbuf_4               0      3
clkdlybuf4s50_1        0      2
dfxtp_4                0      2
ha_4                   0      4
inv_6                  0      2
nand2b_4               0      5
nor2_1                12      6
nor2_2                 0      5
xor2_1                 2      2
[cell families (layout without fill, tap and decap cells)]
group / Yosys count / after routing / share of synthesized area
xor gates and xnor gates: 3 / 3 / 0.0861
AOI/OAI and AO/OA: 1 / 1 / 0.0574
DFF: 4 / 4 / 0.262
and+or+nand+nor: 22 / 22 / 0.357
adders and majority gates: 4 / 4 / 0.164
muxes: 1 / 1 / 0.0328
buffers and inverters: 3 / 27 / 0.0410
[timing repair]
| action | 4_1_cts | 5_1_grt |
|---|---|---|
| resized | 50 | 15 |
| hold buffers | 0 | 0 |
| cloned | 0 | 0 |
| setup buffers | 3 | 2 |
| setup endpoints to repair | 9 | 9 |
| hold endpoints to repair | 0 | 0 |
| pin swaps | 10 | 8 |
[through the flow]
stage	cells	setup WS, ps
floorplan	38	123
global route	108	-223
global placement	100	-506
detailed placement	100	-529
CTS	106	-211
finish	108	-167
[power breakdown]
part	leakage, nW	total [mW]	internal (mW)	switching, mW
clock	0.0138	0.166	0.112	0.0544
sequential	0.0344	0.148	0.141	0.00736
combinational	0.217	0.175	0.0979	0.0766
[critical path, cell delays in order (launching register included)]
cell     delay, ps
dfxtp_4        340
buf_6          110
ha_4           160
and3b_4        180
buf_6          100
Power and IR drop assume default switching activity.
