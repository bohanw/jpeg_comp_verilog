File: design.v
module channel_merge
  (input logic [31:0] y_jpeg,cb_jpeg,cr_jpeg,
   input logic y_valid,cb_valid,cr_valid,
   input logic clk,img_rst,
   output logic [31:0] jpeg_bitstream,
   output logic [1:0] data_valid);
logic [1:0] mux_sel, mux_sel_1;
logic y_read_req,cb_read_req,cr_read_req;
logic y_read_ok,cb_read_ok,cr_read_ok;
logic [31:0] y_fifo_out,cb_fifo_out,cr_fifo_out;
always_ff @(posedge clk)
begin
  if (img_rst)
    mux_sel <= 2'b01;
  else if (mux_sel == 2'b11)
    mux_sel <= 2'b01;
  else
    mux_sel <= mux_sel+1;
end
always_ff @(posedge clk)
begin
  if (img_rst)
    mux_sel_1 <= 2'b11;
  else
    mux_sel_1 <= mux_sel;  
end
always_comb
begin
  case(mux_sel)
    1 : begin 
          y_read_req = 1'b1; 
          cb_read_req = 1'b0;
          cr_read_req = 1'b0; end
    2 : begin 
          y_read_req = 1'b0; 
          cb_read_req = 1'b1;
          cr_read_req = 1'b0; end
    3 : begin 
          y_read_req = 1'b0; 
          cb_read_req = 1'b0;
          cr_read_req = 1'b1; end
    default : begin 
          y_read_req = 1'b0; 
          cb_read_req = 1'b0;
          cr_read_req = 1'b0; end
  endcase            
end
always_comb
begin
  case(mux_sel_1)
    1 : begin
         jpeg_bitstream = y_fifo_out;
         data_valid = ({y_read_ok,y_read_ok}) & mux_sel_1; end
    2 : begin
         jpeg_bitstream = cb_fifo_out;
         data_valid = ({cb_read_ok,cb_read_ok}) & mux_sel_1; end
    3 : begin
         jpeg_bitstream = cr_fifo_out;
         data_valid = ({cr_read_ok,cr_read_ok}) & mux_sel_1; end
    default : begin
         jpeg_bitstream = 0;
         data_valid = 2'b00; end
  endcase  
end
sync_fifo sync_fifo_y_inst(
  .clk(clk),
  .img_rst(img_rst),
  .jpeg_in(y_jpeg),
  .write_req(y_valid),
  .read_req(y_read_req),
  .read_ok(y_read_ok),
  .jpeg_out(y_fifo_out));
sync_fifo sync_fifo_cb_inst(
  .clk(clk),
  .img_rst(img_rst),
  .jpeg_in(cb_jpeg),
  .write_req(cb_valid),
  .read_req(cb_read_req),
  .read_ok(cb_read_ok),
  .jpeg_out(cb_fifo_out));
sync_fifo sync_fifo_cr_inst(
  .clk(clk),
  .img_rst(img_rst),
  .jpeg_in(cr_jpeg),
  .write_req(cr_valid),
  .read_req(cr_read_req),
  .read_ok(cr_read_ok),
  .jpeg_out(cr_fifo_out));
endmodule
module sync_fifo
  (input logic clk,img_rst,
   input logic [31:0] jpeg_in,
   input logic write_req,
   input logic read_req,
   output logic read_ok,
   output logic [31:0] jpeg_out);
 localparam FIFO_DEPTH=8;
 localparam PTR_WIDTH=4;
logic fifo_full,fifo_empty,wrptr_msb,rdptr_msb;
logic [31:0] fifo[FIFO_DEPTH-1:0];  
logic [PTR_WIDTH-1:0] wrptr,rdptr, past_rdptr;
logic [PTR_WIDTH-2:0] wrptr_lsb,rdptr_lsb,past_rdptr_lsb;
logic error_pulse;  
assign rdptr = past_rdptr+1; 
assign rdptr_lsb = rdptr[PTR_WIDTH-2:0];
assign past_rdptr_lsb = past_rdptr[PTR_WIDTH-2:0];
assign wrptr_lsb = wrptr[PTR_WIDTH-2:0];
assign rdptr_msb = rdptr[PTR_WIDTH-1];
assign wrptr_msb = wrptr[PTR_WIDTH-1];
assign fifo_full  = (rdptr_lsb==wrptr_lsb) && (wrptr_msb != rdptr_msb);
assign fifo_empty = (rdptr_lsb==wrptr_lsb) && (wrptr_msb == rdptr_msb);
assign jpeg_out = fifo[past_rdptr_lsb];  
always_ff @(posedge clk)
begin
  if (img_rst) begin
    for (int i=0; i< FIFO_DEPTH; i++) begin
      fifo[i] <= 0;
    end
    wrptr <= 0;
    error_pulse <= 0;
  end else begin
    if ((write_req)&&(fifo_full))
      error_pulse <= 1'b1;
    else if (write_req) begin
      fifo[wrptr_lsb] <= jpeg_in;
      wrptr <= wrptr+1;
    end
  end    
end
always_ff @(posedge clk)
begin
  if (img_rst) begin
    past_rdptr <= {PTR_WIDTH{1'b1}};
    read_ok <= 0;
  end else if ((read_req)&&(~fifo_empty)) begin
    read_ok <= 1'b1;
    past_rdptr <= past_rdptr+1;
  end else
    read_ok <= 1'b0;
end
endmodule
File: run.sh
#!/bin/bash
# OpenROAD 26Q1-2900-gdf79404cd8, Yosys 0.63+post, stock flow scripts
make -C /OpenROAD-flow-scripts/flow DESIGN_CONFIG=/design/flow/config.mk WORK_HOME=/design/flow/orfs finish
File: config.mk
export PLATFORM = sky130hd
export DESIGN_NAME = channel_merge
export DESIGN_NICKNAME = channel_merge
export VERILOG_FILES = /design/flow/design.v
export SDC_FILE = /design/flow/constraint.sdc
export NUM_CORES = 4
export LEC_CHECK = 1
export CORE_UTILIZATION = 50
File: constraint.sdc
current_design channel_merge

set clk_period 7.0
set clk_io_pct 0.2

create_clock -name clk0 -period $clk_period [get_ports {clk}]

set non_clock_inputs [all_inputs -no_clocks]
set_input_delay [expr $clk_period * $clk_io_pct] -clock clk0 $non_clock_inputs
set_output_delay [expr $clk_period * $clk_io_pct] -clock clk0 [all_outputs]
==> impl_metrics.tcl <==
# yosys + openroad results
set metrics [dict create \
    status "completed" \
    num_io_pins 135 \
    power_density_mw_per_mm2 373 \
    setup.worst_path.class "reg -> out" \
    critPathArrivalTime_ps 4020 \
    grt_first_pass_wirelength_um 145000 \
    seq_area_mm2 0.0239 \
    cts-root-to-sink-buffers 3 \
    final_area_mm2 0.0414 \
    netlist_top_cells_count "edfxtp_1 (768), nor2_1 (731), nand2_1 (226), mux2i_1 (196), clkbuf_1 (122)" \
    cpMaxStageDelayCell "dfxtp_2" \
    fin_worst_hold_slack_ps 454 \
    final_layout_size_suffix_gt1_share_pct 13.0 \
    grt_setup_unrepaired "false" \
    number_of_antenna_violations_at_the_first_check_in_global_routing 7 \
    route.detailed.wl_per_inst_um 25.4 \
    timing.critical_path.required_ps 5600 \
    slew_at_the_pin_with_the_worst_max_slew_slack_ps 1000 \
    netSwitchingPower_uw 5080 \
    gp_congestion 0.851 \
    core_mm2 0.0705 \
    rows 97 \
    total_track_usage_pct 30.0 \
    port-buffer-count 134 \
    worst-r2r-setup-slack_ps 3630 \
    yosys_cells 2718 \
    cts_root_buffer "clkbuf_16" \
    timing_max_transition_violations_final 0 \
    postSynthCellCount 2718 \
    cp.buffers_inverters 3 \
    combGateArea_mm2 0.0114 \
    worstPathMaxFanout 21 \
    vias_per_cell 5.88 \
    floorplan.die.height_um 270 \
    hold_buffers 0 \
    fmaxAchievable_mhz 184 \
    critPathCaptureType "primary output" \
    post_cts.resized_instances 0 \
    synth_chip_area_mm2 0.0359 \
    r2r-start "sync_fifo_cb_inst.wrptr[2]" \
    path_common_cell "buf_4" \
    worst_slew_margin_relative_to_its_limit_pct 32.3 \
    gr-total-overflow 0 \
    timing.critical_path.max_delay_family "buffers and inverters" \
    vias_in_the_first_global_route 23617 \
    fin_worst_skew_ps 20.4 \
    largest_net_degree_at_the_start_of_global_routing 65 \
    clk_pin_slew_ps 60 \
    top_cells_by_area "edfxtp_1 (64%), nor2_1 (7.6%), mux4_2 (7.1%)" \
    warning_total_across_the_stage_logs 27 \
    initialDrtViolationCount 1353 \
    leakagePower_uw 0.0152 \
    post-cts-setup-buffers 0 \
    min_to "mux_sel[0]" \
    floorplan.initialDensity_pct 50.9 \
    p_seq_share_pct 41.3 \
    place_area_mm2 0.0386 \
    hpwl_um 57900 \
    die_width_um 270 \
    synth.distinct_cells 50 \
    comb_pwr_share_pct 29.2 \
    route.antenna.remaining_nets 0 \
    finalWorstPathRequiredPeriod_ps 5420 \
    power_switching_share_pct 32.9 \
    power.ir.vdd_worst_uv 212 \
    netlist_area_mm2 0.0359 \
    number_of_remaining_drc_errors 0 \
    final.fill_count 5299 \
    clock_power_share_pct 29.4 \
    tritoncts "done" \
    synth_flop_count 808 \
    top_cell "edfxtp_1" \
    synthDominantAreaCellType "edfxtp_1" \
    syn_avg_cell_area_um2 13.2 \
    synthToLayoutAreaGrowth_pct 15.3 \
    routed-via-count 22614 \
    final-setup-viol-count 0 \
    reg2regPathDepth 5 \
    postLayoutSetupSlackWorst_ps 1580 \
    timing.final.hold_violations 0 \
    postRouteWirelength_um 97800 \
    ys_seq_share_pct 66.4 \
    antenna_cells_inserted 0 \
    ys.flop_type "edfxtp_1" \
    worstSkewPairLatency_ps 640 \
    setup_tns_ps 0 \
    dr.pass1.iters 8 \
    setup.worst_path.start_class "flip-flop" \
    worstReg2RegEnd "sync_fifo_cb_inst.fifo[6][9]" \
    timing.critical_path.cells "buf_4 -> and2_1 -> buf_4 -> a221oi_1 -> o21ai_0 -> o211ai_1 -> clkdlybuf4s50_1" \
    enable_flop_cells 768 \
    p_int_uw 10300 \
    min-delay-path-class "reg -> reg" \
    synthArstFlopShare_pct 0 \
    hold-path-cell-count 1 \
    maxCapViolations 0 \
    hold_path.startpoint "mux_sel[0]" \
    area_enclosed_by_the_die_boundary_mm2 0.0729 \
    layout_worst_path_cycle_share_pct 77.4 \
    area_share_top_type_pct 64.2 \
    yosysWarnings 2 \
    cts_inserted_buffers 85 \
    placement.setup.worst_slack_ps 2250 \
    worst_path_largest_cell_delay_ps 690 \
    htreeDepth 3 \
    cts_num_sinks 808 \
]
## layer usage
metal,track usage [%],vias to the layer above,share of wire (%)
met1,41.4,10977,36
met2,43.9,1224,47
li1,-,10225,-
met5,0.461,-,0.096
met3,17.8,174,14
met4,7.34,14,3.2
## logic make-up (layout without fill, tap and decap cells)
family | Yosys count | count (layout) | synth area share (%)
compound gates | 243 | 243 | 4.82
xor+xnor | 19 | 19 | 0.578
fa+ha+maj | 9 | 9 | 0.314
buf+inv | 211 | 402 | 2.49
flops | 808 | 808 | 66.4
mux | 310 | 310 | 12.6
simple gates | 1118 | 1118 | 12.7
## power groups by stage
stage | registers (uW) | clock network [uW] | logic (uW)
global route | 6450 | 4770 | 4850
CTS | 6390 | 4600 | 4540
finish | 6380 | 4540 | 4510
## placed cells by master, fill, tap and decap left out, drive strengths merged, types with 3 or more instances in the layout
master           n
a2111oi          3
a211o            5
a211oi           6
a21oi           19
a221oi          50
a22oi           17
a31o             4
a31oi            3
and2            70
and3             7
and4             3
buf             97
bufinv           9
clkbuf         109
clkdlybuf4s50  133
clkinv          33
clkinvlp         5
dfxtp           40
edfxtp         768
ha               9
inv             16
mux2i          196
mux4           114
nand2          226
nand2b           7
nand3           30
nand4            6
nor2           731
nor2b           16
nor3             7
nor4            10
o211ai          45
o21ai           69
o311ai           5
o31ai            9
xnor2            7
xnor3            3
xor2             9
## cell type report
cell class	count	share of cell area, %
Clock buffer	109	5.58
Clock inverter	50	1.18
Inverter	13	0.118
Multi-Input combinational cell	1699	27.6
Sequential cell	808	57.7
Tap cell	940	2.84
Timing Repair Buffer	230	5.00
## registers in the layout, indices dropped and copies added, names as in the netlist, named ones only
signal / count
sync_fifo_cb_inst.fifo: 256
sync_fifo_cr_inst.fifo: 256
sync_fifo_y_inst.fifo: 256
sync_fifo_cb_inst.past_rdptr: 4
sync_fifo_cb_inst.wrptr: 4
sync_fifo_cr_inst.past_rdptr: 4
sync_fifo_cr_inst.wrptr: 4
sync_fifo_y_inst.past_rdptr: 4
sync_fifo_y_inst.wrptr: 4
mux_sel: 2
mux_sel_1: 2
sync_fifo_cb_inst.read_ok: 1
sync_fifo_cr_inst.read_ok: 1
sync_fifo_y_inst.read_ok: 1
## through the flow
stage	total power (uW)	cells	util [%]
after global routing	16100	3849	58.7
after global placement	10900	3690	54.7
final	15400	3849	58.7
after floorplan	9160	2718	-
after CTS	15500	3849	58.7
after detailed placement	11000	3690	54.7
## worst max-delay path by stage
stage / slack [ps] / cells past startpoint / startpoint / endpoint
finish: 1580 / 7 / flip-flop / jpeg_bitstream[18]
global route: 1280 / 7 / flip-flop / jpeg_bitstream[18]
CTS: 1560 / 7 / flip-flop / jpeg_bitstream[18]
Power figures rest on the tool's default switching activity, not on a simulated workload.
